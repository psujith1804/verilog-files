`flow/constraint.sdc`:
```
current_design apb

set clk_period 5.1
set clk_io_pct 0.2

create_clock -name clk0 -period $clk_period [get_ports {hclk}]

set non_clock_inputs [all_inputs -no_clocks]
set_input_delay [expr $clk_period * $clk_io_pct] -clock clk0 $non_clock_inputs
set_output_delay [expr $clk_period * $clk_io_pct] -clock clk0 [all_outputs]
```
`flow/design.v`:
```
module apb(valid,haddr_1,haddr_2,hw_data_1,hw_data_2,temp_selx,hreadyout,hclk,hresetn,hwrite,pwrite,penable,psel,paddr,pwdata,prdata,hwrite_reg,hresp);
	input valid,hwrite,hclk,hresetn,hwrite_reg;
	input [2:0] temp_selx;
	input [31:0] haddr_2,haddr_1,hw_data_1,hw_data_2,prdata;
	output reg pwrite,penable,hreadyout;
	output reg [31:0] paddr,pwdata;
	output reg [2:0] psel;
	output reg [1:0] hresp;
	reg pwrite_temp,penable_temp,hreadyout_temp;
	reg [31:0] paddr_temp,pwdata_temp;
	reg [2:0] psel_temp;
	parameter st_idle = 3'b000,st_wait = 3'b001,st_read=3'b010,st_write=3'b011,st_writep=3'b100;
	parameter st_renable=3'b101,st_wenable=3'b110,st_wenablep=3'b111;
	reg [2:0] ps,ns;
	always @(posedge hclk)
	begin 
		if( hresetn )
			ps <= st_idle;
		else
			ps <= ns; 
	end
	always @(*)
	begin 
		ns = st_idle;
		case(ps)
			st_idle: begin 
				if( valid && !hwrite)
					ns = st_read;
				else if(valid && hwrite)
					ns = st_wait;
	  			else if(!valid)
					ns = st_idle;
				pwdata_temp = 0;
				penable_temp = 0;
				psel_temp = 0;
				pwrite_temp = 0;
				paddr_temp = 0;
				hreadyout_temp = 1;
			end
			st_wait: begin
				if(!valid)
					ns = st_write;
				else
					ns = st_writep;
				pwdata_temp = 0;
				penable_temp = 1'b0;
				psel_temp = 3'b000;
				pwrite_temp = 1'b0;
				paddr_temp = 32'h00000000;
				hreadyout_temp = 1'b0;
			end 
			st_read: begin 
				ns = st_renable;
				pwdata_temp = 32'h0000_0000;
				penable_temp = 1'b0;
				psel_temp = temp_selx;
				pwrite_temp = 1'b0;
				paddr_temp = haddr_2;
				hreadyout_temp = 1'b0;
			end
			st_write: begin
				if(valid)
					ns = st_wenablep;
				else
					ns = st_wenable;
				pwdata_temp = hw_data_2;
				penable_temp = 1'b0;
				psel_temp = temp_selx;
				pwrite_temp = hwrite;
				paddr_temp = haddr_2;
				hreadyout_temp = 1'b0;
			end  
			st_writep:begin 
				ns  = st_wenablep;
				pwdata_temp = hw_data_2;
				penable_temp = 1'b0;
				psel_temp = temp_selx;
				pwrite_temp = hwrite;
				paddr_temp = haddr_2;
				hreadyout_temp = 1'b0;
			end
			st_renable:begin 
				if(!valid)
					ns = st_idle;
				else if(valid && !hwrite)
					ns = st_read;
				else if(valid && hwrite)
					ns =st_wait;
				pwdata_temp = 0;
				penable_temp = 1;
				psel_temp = temp_selx;
				pwrite_temp = 0;
				paddr_temp = haddr_2;
				hreadyout_temp = 1;
			end
			st_wenable: begin 
				if(!valid)
					ns = st_idle;
				else if(valid && !hwrite)
					ns = st_read;
				else if(valid && hwrite)
					ns =st_wait;
				pwdata_temp = hw_data_2;
				penable_temp = 1'b1;
				psel_temp = temp_selx;
				pwrite_temp = hwrite;
				paddr_temp = haddr_2;
				hreadyout_temp = 1;
			end
			st_wenablep:begin 
				if(!valid && hwrite_reg)
					ns  = st_write;
				else if(valid && hwrite_reg)
					ns = st_writep;
				else
					ns = st_read;
				pwdata_temp = hw_data_2;
				penable_temp = 1'b1;
				psel_temp  = temp_selx;
				pwrite_temp = hwrite;
				paddr_temp = haddr_2;
				hreadyout_temp = 1'b0;
			end
		endcase
	end
	always @(posedge hclk)
	begin 
		if(hresetn)
		begin 
			pwrite <= 0;
			penable <= 0;
			hreadyout <= 0;
			paddr <= 0;
			pwdata <= 0;
			psel <= 0;
		end
		else
		begin 
			pwrite <= pwrite_temp;
			penable <= penable_temp;
			hreadyout <= hreadyout_temp;
			paddr <= paddr_temp;
			pwdata <= pwdata_temp;
			psel <= psel_temp;
			end
	end
endmodule
```
`flow/config.mk`:
```
export PLATFORM = sky130hd
export DESIGN_NAME = apb
export DESIGN_NICKNAME = apb
export VERILOG_FILES = /design/flow/design.v
export SDC_FILE = /design/flow/constraint.sdc
export NUM_CORES = 4
export LEC_CHECK = 1
export CORE_AREA = 10 10 128 128
export DIE_AREA = 0 0 138 138
export SYNTH_HDL_FRONTEND = slang
```
`flow/run.sh`:
```
#!/bin/bash
# OpenROAD 26Q1-2900-gdf79404cd8, Yosys 0.63+post, stock flow scripts
make -C /OpenROAD-flow-scripts/flow DESIGN_CONFIG=/design/flow/config.mk WORK_HOME=/design/flow/orfs finish
```
==> GITHUB_STEP_SUMMARY <==
### Metrics collected by this job

| Metric | Value |
|---|---|
| Area share, top type | 63.1% |
| Routed vias | 2003 |
| Max-cap violations | 0 |
| Hold Fails Final Rpt | 0 |
| Clock tree buffer depth | 2 |
| Crit path largest cell delay | 510 ps |
| Worst min-delay path class | register to register |
| Clock transition at the register clock pins on the worst setup and hold paths after CTS | 60 ps |
| Post-synthesis cell type with the largest combined area | dfxtp_1 |
| Slew HR | 47.9% |
| Sinks on Clock Net | 78 |
| Kind of start point of the critical path | register |
| Remaining antenna violation count after routing | 0 |
| Number of instances in the synthesized netlist | 219 |
| Leakage component of the power | 0.00150 uW |
| CTS tree | yes |
| CTS Buf Count | 9 |
| Endpoint arrival time on the critical path | 1140 ps |
| Power density over the cells | 306 mW/mm^2 |
| Wire length after detailed routing | 7490 um |
| Most frequent cells after synthesis | dfxtp_1 (78), a21oi_1 (37), nand2b_1 (36), nor3b_1 (33), buf_2 (8) |
| Post-Synthesis Cell Area | 0.00247 mm^2 |
| Post-synth seq share | 63.1% |
| End point of the worst hold path | hreadyout$_SDFF_PP0_ |
| Final RePlAce weighted congestion | 0.767 |
| DRC violation count after routing | 0 |
| Hold buffer count at cts | 0 |
| Yosys stat cell total | 219 |
| R2r setup slk | 3810 ps |
| Number of flops mapped to enable cells by yosys | 0 |
| Final non-filler cell total | 541 |
| Global-route wire length before repair | 11600 um |
| Number of diodes | 0 |
| Area growth from synthesis to layout | 72.9% |
| Post-Place Cell Area | 0.00403 mm^2 |
| Distinct cell type count after synthesis | 19 |
| Setup Total Neg Slack | 0 ps |
| Synth Warn # | 2 |
| Buf+Inv Stages, Crit Path | 1 |
| Ys flops | 78 |
| Classification of the worst setup path | register to output pin |
| Pin count of the biggest net entering global routing | 52 |
| List of cells traversed by the critical path | clkdlybuf4s50_1 |
| Global-route total usage across every layer | 7.48% |
| Share of the clock period used by the worst path | 42.4% |
| Dominant register cell | dfxtp_1 |
| Fraction of layout cells with a size suffix above 1 | 6.09% |
| Reg2reg start | ps[7]$_DFF_P_ |
| Max-slew violation count | 0 |
| Antenna violations before repair | 0 |
| Chip area in the Yosys report | 0.00247 mm^2 |
| Die Y-Extent | 138 um |
| Peak Freq | 462 MHz |
| Number of instances on the worst hold path | 1 |
| Logic depth of the worst register-to-register path | 3 |
| Std-Cell Core Area | 0.0138 mm^2 |
| Worst-path maximum fanout | 1 |
| Initial DRC count | 90 |
| Half-perimeter wire length of the detailed placement result | 5450 um |
| Hold wc startpoint | ps[4]$_DFF_P_ |
| Nature of the critical path endpoint | output pin |
| IO buf count | 141 |
| Drt first pass iters | 4 |
| Overall power | 1310 uW |
| Final critical path time including I/O delays and setup | 2160 ps |
| Cell area leaders | dfxtp_1 (63%), nor3b_1 (10%), nand2b_1 (9.1%) |
| Die outline width | 138 um |
| Clock H-tree levels | 3 |
| Critical register-to-register path endpoint | pwdata[4]$_SDFF_PP0_ |
| Die area | 0.0190 mm^2 |
| Result of the run | finished, final reports clean |
| Max Clock Skew | 5.15 ps |
| Fp_density | 18.0% |
| Peak supply drop | 120 uV |
| Final Cell Area | 0.00428 mm^2 |
| Source-to-sink clock delay at the later pin of the worst-skew pair | 330 ps |
| Vias per cell | 3.70 |
| Number of global-route vias before repair | 2020 |
| Number of buffers added for setup after CTS | 0 |
| Number of OpenROAD warnings | 121 |
| Setup-failing EPs final | 0 |
| Number of placed instances with taps included | 526 |
| Mean area per synthesized cell | 11.3 um^2 |
| Number of standard-cell rows in the floorplan | 43 |
| Average wire length per cell after detail routing | 13.8 um |
| CTS-repair resized insts | 0 |
| Critical Path Slowest Stage Cell | clkdlybuf4s50_1 |
| GRT overflow | 0 |
| Fraction of the core area covered by cells at the end of the flow | 31.1% |
| Clock Root Buffer | clkbuf_16 |
| RSZ-0062 raised after global routing | false |
| Most popular library cell in the synthesized design by count | dfxtp_1 |
| I/O Pins | 240 |
| Post-synthesis async set-or-reset flop share | 0% |
| Worst Path Required | 4080 ps |
| Tightest Pin Transition | 782 ps |
| Critical path's top delay family | buffers and inverters |
## sequential cells by signal (all words and copies together) (netlist names)
signal     flops
hreadyout      1
paddr         32
penable        1
ps             8
psel           3
pwdata        32
pwrite         1
## layout make-up
class	count	area, um^2
multi-input cells	123	805
fillers	1441	9500
flip-flops and latches	78	1560
clock buffers	13	240
repair buffers	145	1440
clock inverters	2	10.0
well taps	180	225
## cells in the final DEF, fill, tap and decap left out
cell type	synthesis	layout
a21oi_1	37	37
buf_2	8	1
buf_4	2	4
clkbuf_1	6	4
clkbuf_16	0	9
clkdlybuf4s50_1	0	140
clkinv_2	0	2
conb_1	1	2
dfxtp_1	78	78
nand2b_1	36	36
nor2_1	3	3
nor2b_1	1	1
nor3_1	2	2
nor3_4	2	2
nor3b_1	33	33
nor3b_2	2	2
nor4_4	1	1
nor4b_1	1	1
o21bai_1	1	1
o31ai_1	1	1
or3b_2	1	1
## power by group
group	switching, uW	leakage (uW)	internal, uW
clock	221	0.000123	325
combinational	40.6	0.000740	90.0
sequential	5.05	0.000632	627
total	267	0.00150	1040
## metrics by stage
| stage | setup slack (ps) | hold slack (ps) |
|---|---|---|
| detailed placement | 2600 | 440 |
| finish | 2940 | 458 |
| CTS | 2890 | 450 |
| floorplan | 3340 | 399 |
| global route | 2850 | 469 |
| global placement | 2630 | 425 |
## logic make-up after synthesis
group	after synthesis	share of synthesized area (%)
buffers and inverters	19	4.50
other	1	0.152
AND-OR/OR-AND	39	8.09
flip-flops	78	63.1
AND/OR/NAND/NOR	82	24.1
## per-layer routing
metal / up-vias / GRT usage, % / share of wire [%]
met2: 74 / 11.6 / 47
met3: 12 / 3.02 / 7.9
met4: 0 / 1.39 / 2.1
met5: - / 0 / 0
met1: 914 / 9.72 / 43
li1: 1003 / - / -
## how the worst max path moves through the flow
stage                                 from            end  slack [ps]  cells past startpoint
final                 hreadyout$_SDFF_PP0_      hreadyout        2940                      1
after global routing               hresetn  ps[2]$_DFF_P_        2850                      4
after CTS             hreadyout$_SDFF_PP0_      hreadyout        2890                      1
Power figures rest on the tool's default switching activity, not on a simulated workload.
