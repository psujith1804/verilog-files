===== design/flow/constraint.sdc =====
current_design AHB_SLAVE_INTERFACE

set clk_period 1.5
set clk_io_pct 0.2

create_clock -name clk0 -period $clk_period [get_ports {hclk}]

set non_clock_inputs [all_inputs -no_clocks]
set_input_delay [expr $clk_period * $clk_io_pct] -clock clk0 $non_clock_inputs
set_output_delay [expr $clk_period * $clk_io_pct] -clock clk0 [all_outputs]

===== design/flow/design.v =====
module AHB_SLAVE_INTERFACE(hclk,hresetn,hwrite,hreadyin,htrans,haddr,hwdata,valid,haddr_1,haddr_2,hwdata_1,hwdata_2,temp_selx,hwrite_reg);
  input hclk,hresetn,hreadyin,hwrite;
  input [1:0] htrans;
  input [31:0] haddr,hwdata;
  output reg valid;
  output reg hwrite_reg;
  output reg [2:0] temp_selx;
  output reg [31:0]  hwdata_2,hwdata_1,haddr_2,haddr_1;
  parameter NONSEQ = 2'b10, SEQ= 2'b11;
  always @(*)
  begin
    if(haddr >= 32'h80000000 && haddr < 32'h84000000)
      temp_selx = 3'b001;
    else if(haddr >= 32'h84000000 && haddr < 32'h88000000)
      temp_selx = 3'b010;
    else if(haddr >= 32'h88000000 && haddr < 32'h8C000000)
      temp_selx = 3'b100;
end
always @(posedge hclk)
begin 
  if(hresetn == 1'b1)
  begin 
    haddr_1 <= 32'h0;
    haddr_2 <= haddr_1;
    hwdata_1 <= 32'b0;
    hwdata_2 <= 32'b0;
    hwrite_reg <= 1'b0;
    end
  else
  begin
    haddr_1 <= haddr;
    haddr_2 <= haddr_1;
    hwdata_1 <= hwdata;
    hwdata_2 <= hwdata_1;
    hwrite_reg <= hwrite;
    end
end
always @(*)
begin 
  valid = 1'b0;
  if(hreadyin == 1'b1 && (htrans == NONSEQ || htrans == SEQ) && (haddr >= 32'h80000000 && haddr < 32'h8C000000))
    valid = 1'b1;
end
endmodule

===== design/flow/run.sh =====
#!/bin/bash
# OpenROAD 26Q1-2900-gdf79404cd8, Yosys 0.63+post, stock flow scripts
make -C /OpenROAD-flow-scripts/flow DESIGN_CONFIG=/design/flow/config.mk WORK_HOME=/design/flow/orfs finish

===== design/flow/config.mk =====
export PLATFORM = sky130hd
export DESIGN_NAME = AHB_SLAVE_INTERFACE
export DESIGN_NICKNAME = AHB_SLAVE_INTERFACE
export VERILOG_FILES = /design/flow/design.v
export SDC_FILE = /design/flow/constraint.sdc
export NUM_CORES = 4
export LEC_CHECK = 1
export CORE_UTILIZATION = 40
export SYNTH_HDL_FRONTEND = slang

==> results.json <==
{
  "setup_slack_ns": -0.0539,
  "pwr-share-comb_pct": 6.2,
  "max_clock_freq_mhz": 644,
  "fin_area_sq_um": 5990,
  "tritoncts": "yes",
  "synth.avg_cell_area_sq_um": 13.5,
  "root_buffer": "clkbuf_8",
  "async_flop_share_pct": 0,
  "grt_antenna_before_repair": 0,
  "cp-end-kind": "output port",
  "post_synth_num_cell_types": 13,
  "hold_ws_ns": 0.0383,
  "row_count": 32,
  "cts-buffers-inserted": 17,
  "die_w_um": 93.3,
  "warning_count": 29,
  "dpl_cell_area_sq_um": 5480,
  "instances_no_fill": 578,
  "vias_per_cell": 4.10,
  "post-dp-hpwl_mm": 5.19,
  "yosys-top-cells-count": "dfxtp_1 (129), nor2b_1 (96), clkbuf_1 (7), buf_2 (3), dlxtp_1 (3)",
  "place_inst": 544,
  "worst_pin_slew_ns": 0.317,
  "untimed_endpoints": 6,
  "synth_flops": 132,
  "violations": "negative setup slack",
  "grt_pass1_vias": 2295,
  "insertion_delay_ns": 0.49,
  "hp-class": "in2reg",
  "edf_count": 0,
  "yosys-top-cells-area": "dfxtp_1 (78%), nor2b_1 (18%), dlxtp_1 (1.4%)",
  "ant_nets": 0,
  "required_ns": 1.20,
  "intPower_mw": 6.55,
  "cts_max_level": 4,
  "top_area_share_pct": 77.5,
  "drv_cap": 0,
  "p_sw_share_pct": 20.2,
  "syn_area_sq_um": 3330,
  "cp.arrival_ns": 1.25,
  "max_slew_margin_pct": 78.9,
  "startpoint": "haddr[29]",
  "cp_max_fo": 2,
  "netSwitchingPower_mw": 1.66,
  "vdd_drop_max_uv": 1200,
  "status": "finished, violations left",
  "grt_first_pass_wirelength_mm": 11.5,
  "layout-drive-gt1-share_pct": 21.6,
  "p_per_area_nw_per_um2": 1370,
  "ys_cells": 246,
  "finalHoldViolations": 0,
  "clk_pin_slew_ns": 0.06,
  "grt-ovfl-total": 0,
  "worstHoldStart": "haddr[30]",
  "wl_per_cell_um": 13.3,
  "coreArea_sq_um": 7890,
  "critPathKind": "in2out",
  "drc": 0,
  "port_buffers": 201,
  "unclocked_pins": 3,
  "p_clk_share_pct": 49.1,
  "die_h_um": 93.3,
  "r2r_start": "hwdata_1[17]",
  "gp_congestion": 0.736,
  "period_used_pct": 104,
  "vias": 2370,
  "min_period_ns": 1.55,
  "fp_util_pct": 42.2,
  "clock_skew_ns": 0.00468,
  "rsz0062_at_grt": "true",
  "yosysTopAreaCell": "dfxtp_1",
  "synth_cells": 246,
  "grt_max_degree": 64,
  "power_mw": 8.21,
  "yosysChipArea_sq_um": 3330,
  "antenna_cells": 0,
  "wirelength_mm": 7.67,
  "ys.flop_type": "dfxtp_1",
  "critPathLaunchType": "input pin",
  "fin_setup_tns_ns": -0.0539,
  "syn2layout_area_growth_pct": 79.8,
  "drt-pass1-iter-count": 4,
  "yosysWarnings": 0,
  "most_common_cell": "dfxtp_1",
  "grtUsageTotal_pct": 18.2,
  "pwr-share-seq_pct": 44.7,
  "post_cts_buffers": 0,
  "chipArea_sq_um": 8700,
  "clk_path_buf_depth": 2,
  "pin_count": 203,
  "slew_violations": 0,
  "drtIter0Drc": 20,
  "leakage_nw": 2.83,
  "setup_violations": 1
}
## cells in the final DEF (no fill, tap or decap), drive strengths merged
cell / count
dlygate4sd2: 129
clkdlybuf4s50: 66
nor3b: 1
dfxtp: 129
or4b: 1
or2: 1
nor3: 1
clkbuf: 19
a21oi: 1
buf: 9
dlygate4sd3: 2
nand2: 1
a211oi: 1
clkinv: 3
inv: 4
nor2b: 97
clkinvlp: 5
bufinv: 3
dlxtp: 3
## per-layer routing
| metal | global-route usage [%] | vias up | part of all wire (%) |
|---|---|---|---|
| met3 | 10.0 | 5 | 12 |
| met4 | 1.79 | 0 | 0.90 |
| met5 | 0 | - | 0 |
| met1 | 21.3 | 1060 | 38 |
| li1 | - | 1187 | - |
| met2 | 30.6 | 118 | 49 |
## power groups by stage
stage	sequential, mW	clock [mW]	combinational, mW
5_1_grt	3.69	4.30	0.556
6_report	3.67	4.03	0.506
4_1_cts	3.67	4.09	0.511
## through the flow
| stage | setup WS [ns] | utilization (%) |
|---|---|---|
| final | -0.0539 | 76.0 |
| after global routing | -0.0771 | 76.0 |
| after CTS | -0.0835 | 75.7 |
| after detailed placement | -0.768 | 69.4 |
| after global placement | -0.746 | 69.4 |
| after floorplan | 0.192 | - |
## cell families after synthesis
| family | Yosys count | synth area share (%) |
|---|---|---|
| buffers and inverters | 10 | 1.24 |
| latches | 3 | 1.35 |
| DFF | 129 | 77.5 |
| and+or+nand+nor | 102 | 19.4 |
| AOI/OAI and AO/OA | 2 | 0.526 |
## cell type report
type / count / area (sq um)
flip-flops and latches: 132 / 2700
repair buffers: 208 / 1910
clock inverters: 15 / 181
well taps: 102 / 128
multi-input cells: 104 / 663
clock buffers: 17 / 414
fillers: 535 / 1900
## worst max-delay path, stage by stage
cell	delay (ns)
buf_6	0.09
or4b_4	0.53
a211oi_2	0.21
buf_2	0.12
## repair_timing
item                       in CTS  in global routing
hold buffers                    0                  1
cloned                          0                  0
gates resized                 198                  6
pin swaps                       2                  2
hold endpoints to repair        0                  2
setup endpoints to repair     130                  1
## final timing paths
| kind | end | slack, ns | depth (start not counted) |
|---|---|---|---|
| max | valid | -0.05 | 4 |
| min | haddr_1[30] | 0.04 | 2 |
| max reg2reg | hwdata_2[17] | 0.95 | 1 |
| min reg2reg | haddr_2[15] | 0.34 | 0 |
No activity file was given, so power comes from the tool's default toggle rates.
